==> /design/flow/design.v <==
`timescale 1 ns/10 ps
module S1 (output reg Y1, output reg [1:0] state1,
          input wire clk, reset, x1);
   reg [1:0]         current_state, next_state;
   parameter state00 = 2'b00;
   parameter state01 = 2'b01;
   parameter state10 = 2'b10;
   parameter state11 = 2'b11;
   always @ (posedge clk or negedge reset)
     begin: STATE_MEMORY
        if (!reset)
          current_state <= state00;
        else
          current_state <= next_state;
     end
   always @ (current_state or x1)
     begin: NEXT_STATE_LOGIC
        case (current_state)
          state00: 
            if (x1 == 1'b1)
            next_state = state01;
          else
            next_state = state00;
          state01: 
            if (x1 == 1'b1)
            next_state = state10;
          else
            next_state = state00;
          state10: 
            if (x1 == 1'b1)
            next_state = state11;
          else
            next_state = state00;
          state11:
             next_state = state00;
          default: next_state = state00;
        endcase  
     end 
   always @ (current_state or x1)
     begin : OUTPUT_LOGIC
        case (current_state)
          state00:
              Y1 = 1'b0;
          state01:
            if (x1 == 1'b0)
              Y1 = 1'b1;
            else
              Y1 = 1'b0;
          state10:
            if (x1 == 1'b0)
              Y1 = 1'b1;
            else
              Y1 = 1'b0;
          state11:
              Y1= 1'b1;
          default: Y1 = 1'b0;
        endcase  
     end
   always @ (current_state or x1)
     begin
        state1 = current_state;
     end 
endmodule  
`timescale 1 ns/10 ps
module S2 (output reg Y2, output reg [1:0] state2,
           input wire clk, reset, x2);
   reg [1:0]          current_state, next_state;
   parameter state00 = 2'b00;
   parameter state01 = 2'b01;
   parameter state10 = 2'b10;
   parameter state11 = 2'b11;
   always @ (posedge clk or negedge reset)
     begin: STATE_MEMORY
        if (!reset)
          current_state <= state00;
        else
          current_state <= next_state;
     end
   always @ (current_state or x2)
     begin: NEXT_STATE_LOGIC
        case (current_state)
          state00: 
            if (x2 == 1'b1)
              next_state = state01;
            else
              next_state = state00;
          state01: 
            if (x2 == 1'b1)
              next_state = state10;
            else
              next_state = state00;
          state10: 
            if (x2 == 1'b1)
              next_state = state11;
            else
              next_state = state00;
          state11:
            next_state = state00;
          default: next_state = state00;
        endcase  
     end 
   always @ (current_state or x2)
     begin : OUTPUT_LOGIC
        case (current_state)
          state00:
            Y2 = 1'b0;
          state01:
            if (x2 == 1'b0)
              Y2 = 1'b1;
            else
              Y2 = 1'b0;
          state10:
            if (x2 == 1'b0)
              Y2 = 1'b1;
            else
              Y2 = 1'b0;
          state11:
            Y2= 1'b1;
          default: Y2 = 1'b0;
        endcase  
     end
   always @ (current_state or x2)
     begin
        state2 = current_state;
     end 
endmodule  
`timescale 1 ns/10 ps
module top (output wire Y1, 
            output wire       Y2, 
            output wire [1:0] state1,
            output wire [1:0] state2,
            input wire       clk, reset, x);
   S1 U1 (.Y1(Y1),.state1(state1),.clk(clk), .reset(reset), .x1(x));
   S2 U2 (.Y2(Y2),.state2(state2),.clk(clk), .reset(reset), .x2(x));
endmodule 
==> /design/flow/run.sh <==
#!/bin/bash
# OpenROAD 26Q1-2900-gdf79404cd8, Yosys 0.63+post, stock flow scripts
make -C /OpenROAD-flow-scripts/flow DESIGN_CONFIG=/design/flow/config.mk WORK_HOME=/design/flow/orfs finish
==> /design/flow/config.mk <==
export PLATFORM = sky130hd
export DESIGN_NAME = top
export DESIGN_NICKNAME = top
export VERILOG_FILES = /design/flow/design.v
export SDC_FILE = /design/flow/constraint.sdc
export NUM_CORES = 4
export LEC_CHECK = 1
export CORE_AREA = 10 10 70 70
export DIE_AREA = 0 0 80 80
==> /design/flow/constraint.sdc <==
current_design top

set clk_period 1.2
set clk_io_pct 0.2

create_clock -name clk0 -period $clk_period [get_ports {clk}]

set non_clock_inputs [all_inputs -no_clocks]
set_input_delay [expr $clk_period * $clk_io_pct] -clock clk0 $non_clock_inputs
set_output_delay [expr $clk_period * $clk_io_pct] -clock clk0 [all_outputs]
==> results.sh <==
# flow metrics
export IMPL_route_detailed_drc=0
export IMPL_cp_data_required_time_ps=960
export IMPL_min_path_type="in2async"
export IMPL_critical_path_class="reg2out"
export IMPL_clkLatencyLatePin_ps=230
export IMPL_stdcell_count=97
export IMPL_grt_pass1_vias=277
export IMPL_async_flop_share_pct=100
export IMPL_n_antenna_cell=0
export IMPL_core_area_um2=3420
export IMPL_cts_tree="built"
export IMPL_vias=258
export IMPL_dp_cells=92
export IMPL_hold_ws_ps=211
export IMPL_crit_path_end_kind="output pin"
export IMPL_area_leaders="ha_1 (39%), dfrtp_1 (31%), nor3b_2 (7.8%), inv_1 (7.0%), a21oi_2 (5.4%)"
export IMPL_tightest_slew_ps=193
export IMPL_row_count=21
export IMPL_grt_ovfl_total=0
export IMPL_avgSynthCellArea_um2=10.8
export IMPL_edf_count=0
export IMPL_path_clk_slew_ps=40
export IMPL_synth_cell_types=8
export IMPL_drtIter0Drc=0
export IMPL_timing_final_ws_setup_ps=-223
export IMPL_setup_viol=4
export IMPL_antenna_found_initial=0
export IMPL_ctsRootBufferMaster="clkbuf_4"
export IMPL_grt_start_max_net_pins=7
export IMPL_synth_area_um2=323
export IMPL_grtUsageTotal_pct=2.41
export IMPL_synth_main_ff_cell="dfrtp_1"
export IMPL_ys_cells=30
export IMPL_clock_path_buffers=2
export IMPL_io_pin_count=9
export IMPL_slew_limit_headroom_pct=87.1
export IMPL_final_min_clock_period_ps=1420
export IMPL_numCtsBuffers=3
export IMPL_synth_cells=30
export IMPL_log_warning_count=35
export IMPL_yosysTopAreaCell="ha_1"
export IMPL_vdd_drop_max_mv=0.246
export IMPL_die_y_um=80
export IMPL_common_cells="ha_1 (10), inv_1 (6), dfrtp_1 (4)"
export IMPL_start_kind="flop"
export IMPL_cts_sinks=4
export IMPL_ys_area_um2=323
export IMPL_yosys_stat_seqShare_pct=31.0
export IMPL_routedWlPerCell_um=7.42
export IMPL_die_width_um=80
export IMPL_drive_gt1_share_pct=54.9
export IMPL_h_tree_depth=1
export IMPL_area_delta_synth_final_pct=82.2
export IMPL_synth_most_common_cell="ha_1"
export IMPL_rsz0062_at_grt="yes"
export IMPL_drt_pass1_iter_count=1
export IMPL_power_leakage_nw=0.279
export IMPL_place_ws_ps=-586
export IMPL_vias_per_cell=2.66
export IMPL_violations="setup timing"
export IMPL_cellPowerDensity_nw_per_um2=732
export IMPL_cp_arrival_ps=1180
export IMPL_maxCapViolCount=0
export IMPL_top_area_share_pct=38.8
export IMPL_ys_warn_count=2
export IMPL_finalWirelength_um=720
export IMPL_finalMaxSlewViolations=0
export IMPL_crit_fanout=2
export IMPL_dpl_hpwl_um=556
export IMPL_synth_flops=4
export IMPL_fp_util_pct=9.45
export IMPL_finalCritPeriodShare_pct=119
export IMPL_fmax_ghz=0.703
export IMPL_die_area_um2=6400
export IMPL_ant_nets=0
export IMPL_portBuffers=8
export IMPL_hold_violations=0
export IMPL_outcome="finished with violations"
export IMPL_grt_pass1_wl_um=1210
export IMPL_gp_congestion=0.720
export IMPL_skew_ps=0.0296
## what timing repair did
| action | in CTS | in global routing |
|---|---|---|
| hold buffers | 0 | 0 |
| gates resized | 16 | 4 |
| endpoints found under the setup margin | 6 | 6 |
| pin swaps | 2 | 0 |
| setup buffers | 1 | 1 |
| cloned | 0 | 0 |
## cell type report
class / count / area [um^2]
Inverter: 6 / 22.5
Fill cell: 386 / 2830
Multi-Input combinational cell: 20 / 235
Sequential cell: 4 / 100
Timing Repair Buffer: 18 / 150
Clock buffer: 3 / 22.5
Tap cell: 46 / 57.6
## routing by layer
layer / vias to the layer above / share of wire, % / GRT usage (%)
li1: 133 / - / -
met1: 114 / 54 / 2.94
met2: 11 / 31 / 2.97
met3: 0 / 15 / 2.39
met4: 0 / 0 / 0.352
met5: - / 0 / 0
## worst max-delay path: stages, from the launching register on
cell and delay [ps]:
dfrtp_1 380, inv_2 70, ha_4 250, nand2b_1 60
a21oi_2 100, buf_2 100
## cells in the final DEF, fill, tap and decap left out
cell type	netlist	layout
a21oi_2	2	2
buf_2	0	2
buf_4	0	8
buf_6	0	2
clkbuf_2	0	1
clkbuf_4	0	3
clkdlybuf4s50_1	0	4
dfrtp_1	4	4
dlymetal6s2s_1	0	1
ha_1	10	7
ha_2	0	1
ha_4	0	2
inv_1	6	2
inv_2	0	4
nand2b_1	2	1
nand2b_4	0	1
nor2_1	2	2
nor2b_1	2	2
nor3b_2	2	2
## worst paths after layout
check	cells past startpoint	start	endpoint	slack (ps)
setup / recovery	5	U2.current_state[0]$_DFF_PN0_	Y2	-220
setup reg to reg	5	U2.current_state[0]$_DFF_PN0_	U2.current_state[1]$_DFF_PN0_	70
max in group asynchronous	1	reset	U2.current_state[1]$_DFF_PN0_	810
min in group clk0	2	U1.current_state[0]$_DFF_PN0_	U1.current_state[0]$_DFF_PN0_	570
hold reg to reg	2	U1.current_state[0]$_DFF_PN0_	U1.current_state[0]$_DFF_PN0_	570
hold / removal	1	reset	U1.current_state[0]$_DFF_PN0_	210
## power by group
part	total (mW)	internal, mW	switching, mW
registers	0.149	0.143	0.00595
logic	0.117	0.0702	0.0468
clock network	0.165	0.112	0.0530
total	0.431	0.325	0.106
## state kept, by name, summed over array words and instances (netlist names)
signal / cells
U2.current_state: 2
U1.current_state: 2
## kinds of logic (layout without fill, tap and decap cells)
group	count (synthesis)	after routing	share of synthesized area [%]
buf+inv	6	27	6.98
flops	4	4	31.0
compound gates	2	2	5.43
simple gates	8	8	17.8
fa+ha+maj	10	10	38.8
## through the flow
stage	cell area (um^2)	total power [mW]	TNS, ps	util [%]
6_report	588	0.431	-867	17.2
5_1_grt	588	0.467	-1160	17.2
4_1_cts	579	0.441	-1160	17.0
3_5_place_dp	520	0.249	-1140	15.2
3_3_place_gp	520	0.247	-1090	15.2
2_1_floorplan	323	0.188	0	-
Power is estimated from default activity; no workload was simulated.
