<file path="constraint.sdc">
current_design microwave

set clk_period 2.4
set clk_io_pct 0.2

create_clock -name clk0 -period $clk_period [get_ports {clk}]

set non_clock_inputs [all_inputs -no_clocks]
set_input_delay [expr $clk_period * $clk_io_pct] -clock clk0 $non_clock_inputs
set_output_delay [expr $clk_period * $clk_io_pct] -clock clk0 [all_outputs]
</file>
<file path="design.v">
`timescale 1 ns/10 ps
module microwave(input clk, sys_reset, reset, closeDoor, startOven, done, 
output reg Start, Close, Heat, Error);
   always @ (posedge clk)
     begin
        if (sys_reset == 1'b1)
          begin
             {Start, Close, Heat, Error} <= 4'b0000;
          end
        else
          begin
             case ({Start, Close, Heat, Error})
               4'b0000:
                 if (closeDoor) {Start, Close, Heat, Error} <= 4'b0100;
                 else if (startOven) {Start, Close, Heat, Error} <= 4'b1001;
               4'b1001:
                 if (closeDoor) {Start, Close, Heat, Error} <= 4'b1101;
               4'b1101:
                 if (~closeDoor){Start, Close, Heat, Error} <= 4'b1001;
                 else if (reset) {Start, Close, Heat, Error} <= 4'b0100;
               4'b0100:
                 if (~closeDoor){Start, Close, Heat, Error} <= 4'b0000;
                 else if (startOven) {Start, Close, Heat, Error} <= 4'b1100;
               4'b1100:
                 {Start, Close, Heat, Error} <= 4'b1110;
               4'b1110:
                 {Start, Close, Heat, Error} <= 4'b0110;
               4'b0110:
                 if (~closeDoor){Start, Close, Heat, Error} <= 4'b0000;
                 else if (done) {Start, Close, Heat, Error} <= 4'b0100;
               default:
                 {Start, Close, Heat, Error} <= 4'b0000;
             endcase
          end
     end
endmodule  
</file>
<file path="run.sh">
#!/bin/bash
# OpenROAD 26Q1-2900-gdf79404cd8, Yosys 0.63+post, stock flow scripts
make -C /OpenROAD-flow-scripts/flow DESIGN_CONFIG=/design/flow/config.mk WORK_HOME=/design/flow/orfs finish
</file>
<file path="config.mk">
export PLATFORM = sky130hd
export DESIGN_NAME = microwave
export DESIGN_NICKNAME = microwave
export VERILOG_FILES = /design/flow/design.v
export SDC_FILE = /design/flow/constraint.sdc
export NUM_CORES = 4
export LEC_CHECK = 1
export CORE_AREA = 10 10 70 70
export DIE_AREA = 0 0 80 80
</file>
==> reports/results.ini <==
[grt]
grt_pass1_vias=302
antenna_found_initial=0
grt_max_degree=12
grt_pass1_wl_um=1400
track_usage_pct=2.62
grt.overflow.total=0

[min_path]
holdPathStages=2
hold_end=Heat
worstHoldPathType=reg -> reg
min-delay-start=Start

[floorplan]
core_area_um2=3420
die_x_um=80
initCoreUtil_pct=8.42
io_pins=10
std_cell_rows=21
dieArea_um2=6400
die_y_um=80

[layout]
drive_gt1_share_pct=15.9
utilization_pct=13.1
fin_cells=90
syn_to_final_growth_pct=55.2

[final_timing]
setup-tns-final_ns=0
drv_slew=0
max_freq_mhz=524
rsz0062_at_grt=no
finalSetupViolCount=0
finalCritPeriodShare_pct=79.5
slew_headroom_pct=76.3
period_needed_ns=1.91
fin_worst_skew_ns=0.00596
worst_pin_slew_ns=0.355
hold_viol=0

[route]
drc=0
drtIter0Drc=39
diodes=0
vias=306
viasPerCell=3.40
antenna_left=0
dr.pass1.iters=4
drt_wl_total_um=876
routedWlPerCell_um=9.73

[job]
max_cap_violations=0
log.warning_count=25

[cts]
cts_root_buf=clkbuf_4
cts_post_setup_buffers_inserted=0
cts_htree_levels=1
clk_pin_slew_ns=0.04
cts_resized=0
cts_tree=built
cts_hold_buffers=0
numCtsBuffers=3
cts.sinks=4
clock_latency_ns=0.24
cts_buffer_depth=2

[synthesis]
async_flop_share_pct=0
netlist_area_um2=288
synth_top_cell_by_area=dfxtp_1
synth-main-ff-cell=dfxtp_1
synth_seq_share_pct=27.8
ys_cells=33
ys_area_um2=288
synth.avg_cell_area_um2=8.72
synth.distinct_cells=23
top_cell_area_share_pct=27.8
ys_top_cells_by_count=a21oi_1, dfxtp_1
syn_inst=33
ys.warnings.count=1
ys_seq_elements=4
edf_count=0
area_leaders=dfxtp_1, a21oi_1, nand3b_1, a211oi_2, a2111o_1

[power_and_ir_drop]
seqPwrFrac_pct=36.1
fin_total_pwr_uw=238
p_leak_uw=0.000135
internal_power_uw=170
pwr-share-comb_pct=27.5
peakVddDrop_v=0.0000881
sw_frac_of_total_pct=28.5
powerDensity_nw_per_um2=532
power.switching_uw=67.9
p_clk_share_pct=36.5

[critical_path]
rr_startpoint=Close
cp.required_ns=2.56
cp_max_fo=6
critPathTopFamily=simple AND/OR/NAND/NOR gates
rrSetupSlack_ns=0.74
slowest_stage=clkdlybuf4s50_1
arrival_ns=2.07
path_cells=clkdlybuf4s50_1 > nand2_1 > or4b_1 > and3_4 > a211oi_2
end_kind=flip-flop
cp-start-kind=input port
crit_path_max_incr_delay_ns=0.57
crit-reg2reg-capture=Close
reg2regPathDepth=4
path_class=in -> reg
path_buffers=1

[placed_design]
port_buffers=9
dpl.hpwl_um=631
gp_congestion=0.770
dp_cells=87

[status]
status=finished clean

[routing by layer]
| layer | track usage (%) | up-vias | share of wire [%] |
|---|---|---|---|
| met4 | 0.880 | 0 | 2.1 |
| met3 | 1.14 | 2 | 7.1 |
| li1 | - | 153 | - |
| met1 | 3.52 | 140 | 48 |
| met2 | 3.61 | 11 | 43 |
| met5 | 0 | - | 0 |
[cells in the final DEF, fill, tap and decap left out, drive strengths merged, types with 2 or more instances in the layout]
master and count:
a21oi 4, clkbuf 3, clkdlybuf4s50 9, dfxtp 4, nand2 2, nand3 2
nand3b 2, o21ai 2, or2 2
[through the flow]
step	instance area, µm²	setup WS (ns)	hold WS [ns]
finish	447	0.493	0.557
floorplan	288	0.856	0.493
global placement	424	0.264	0.557
CTS	447	0.491	0.557
global route	447	0.410	0.604
detailed placement	424	0.252	0.548
[cells by family after synthesis]
logic type	Yosys count	synth area share [%]
simple gates	13	30.9
buf+inv	2	5.22
flops	4	27.8
compound gates	14	36.1
[power groups by stage]
stage / logic, µW / registers [µW] / clock network (µW)
5_1_grt: 71.7 / 87.3 / 91.3
4_1_cts: 65.5 / 85.2 / 87.5
6_report: 65.3 / 85.8 / 86.7
[worst max-delay path by stage]
stage	cells past startpoint	endpoint	start
4_1_cts	5	Close	closeDoor
5_1_grt	5	Close	closeDoor
6_report	5	Close	closeDoor
[sequential cells by signal, summed over array words and instances, names as in the netlist]
name / flops
Error: 1
Close: 1
Heat: 1
Start: 1
[layout make-up]
cell class	count	area, µm²
fill	396	2970
inverter	1	3.75
multi-input combinational	27	193
sequential	4	80.1
timing repair buffer	9	90.1
clock buffer	3	22.5
tap	46	57.6
[worst min-delay path, stage by stage, from the launching register on]
cell	delay, ns
dfxtp_1	0.36
nand3_1	0.09
a21oi_1	0.06
No activity file was given, so power comes from the tool's default toggle rates.
